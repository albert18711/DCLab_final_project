File: design/flow/config.mk
export PLATFORM = sky130hd
export DESIGN_NAME = AC1C22RGB
export DESIGN_NICKNAME = AC1C22RGB
export VERILOG_FILES = /design/flow/design.v
export SDC_FILE = /design/flow/constraint.sdc
export NUM_CORES = 4
export LEC_CHECK = 1
export CORE_UTILIZATION = 40
File: design/flow/constraint.sdc
current_design AC1C22RGB

set clk_period 51.7
set clk_io_pct 0.2

create_clock -name clk0 -period $clk_period

set non_clock_inputs [all_inputs -no_clocks]
set_input_delay [expr $clk_period * $clk_io_pct] -clock clk0 $non_clock_inputs
set_output_delay [expr $clk_period * $clk_io_pct] -clock clk0 [all_outputs]
File: design/flow/design.v
module AC1C22RGB(
	input i_rst,
	input [31:0] i_A,  
	input [31:0] i_C1,
	input [31:0] i_C2,
	output [7:0] o_R,  
	output [7:0] o_G,
	output [7:0] o_B
);
	logic signed [15:0] matrix11, matrix12, matrix13;
	logic signed [15:0] matrix21, matrix22, matrix23;
	logic signed [15:0] matrix31, matrix32, matrix33;
	logic signed [47:0] reg_R;  
	logic signed [47:0] reg_G;
	logic signed [47:0] reg_B;
	logic signed [47:0] temp_R, temp_G, temp_B;
	assign matrix11 = 16'b0000010100111110;
	assign matrix12 = 16'b0011101100101101;
	assign matrix13 = 16'b0001000010110011;
	assign matrix21 = 16'b0000010101000000;
	assign matrix22 = 16'b1110000111101000;
	assign matrix23 = 16'b0000000010110110;
	assign matrix31 = 16'b0000010101000011;
	assign matrix32 = 16'b1111111111101110;
	assign matrix33 = 16'b1010100101111011;
	assign o_R = reg_R[35:28];
	assign o_G = reg_G[35:28];
	assign o_B = reg_B[35:28];
always_comb begin
	if(i_rst) begin
		temp_R = 0;
		temp_G = 0;
		temp_B = 0;
	end else begin
		temp_R = $signed(matrix11)*$signed(i_A)+$signed(matrix12)*$signed(i_C1)+$signed(matrix13)*$signed(i_C2);
		temp_G = $signed(matrix21)*$signed(i_A)+$signed(matrix22)*$signed(i_C1)+$signed(matrix23)*$signed(i_C2);
		temp_B = $signed(matrix31)*$signed(i_A)+$signed(matrix32)*$signed(i_C1)+$signed(matrix33)*$signed(i_C2);
	end
end
always_comb begin
	if(i_rst) begin
		reg_R = 0;
	end else if(temp_R[47] == 1) begin
		reg_R = 0;
	end else begin
		reg_R = temp_R;
	end
end
always_comb begin
	if(i_rst) begin
		reg_G = 0;
	end else if(temp_G[47] == 1) begin
		reg_G = 0;
	end else begin
		reg_G = temp_G;
	end
end
always_comb begin
	if(i_rst) begin
		reg_B = 0;
	end else if(temp_B[47] == 1) begin
		reg_B = 0;
	end else begin
		reg_B = temp_B;
	end
end
endmodule
File: design/flow/run.sh
#!/bin/bash
# OpenROAD 26Q1-2900-gdf79404cd8, Yosys 0.63+post, stock flow scripts
make -C /OpenROAD-flow-scripts/flow DESIGN_CONFIG=/design/flow/config.mk WORK_HOME=/design/flow/orfs finish
==> Implementation_results.wiki <==
=== Physical design figures ===
{| class="wikitable"
! Metric !! Value
|-
| Cts-stage hold buffer count || 0
|-
| Port Buf Inserts || 121
|-
| Critical path capture point type || output port
|-
| Effective utilization at floorplan || 0.403
|-
| Detailed-router iteration count before antenna repair || 5
|-
| Required time of the critical path || 41.36 ns
|-
| Count of inserted antenna diode cells || 0
|-
| Unrepaired setup endpoints after global routing || no
|-
| Shortest period the worst path allows || 33.57 ns
|-
| Vias after detailed routing || 40318
|-
| Average wire length per cell after detail routing || 20.0 um
|-
| Largest fanout of any net on the critical path || 10
|-
| Total I/O pin count || 121
|-
| Clock buf count || 0
|-
| Most common cell type on the critical path || sky130_fd_sc_hd__fa_1
|-
| Chip area in the Yosys report || 60400 sq um
|-
| Chip Area || 152000 sq um
|-
| Final wirelength || 167000 um
|-
| Register area || 0 sq um
|-
| Max Fclk || 29.8 MHz
|-
| Registers || 0
|-
| Cell total in the yosys stat output || 6127
|-
| Relative area change from synthesis to final layout || 7.33%
|-
| Via-per-instance ratio || 4.83
|-
| Post-route setup TNS || 0 ns
|-
| Crit Path Class || input port to output port
|-
| Number of global-route vias before repair || 43172
|-
| Pin count of the biggest net entering global routing || 48
|-
| Initial drt markers || 1601
|-
| Critical Path Max Stage Delay || 0.87 ns
|-
| Grt ovf || 0
|-
| Number of setup buffers added after CTS || 0
|-
| Headroom to the max-slew limit || 0.360
|-
| Global-route usage over all layers || 0.246
|-
| Synth Cell Area || 60400 sq um
|-
| Number of failing setup endpoints in the final timing report || 0
|-
| RD Place Congestion || 1.01
|-
| Transition time at the pin with the least slew margin || 0.950 ns
|-
| Post-synthesis average cell area || 9.85 sq um
|-
| Worst path slowest cell || sky130_fd_sc_hd__clkdlybuf4s50_1
|-
| Period utilisation layout || 0.649
|-
| Portion of the post-synthesis area used by sequential elements || 0
|-
| Count of final hold-check violations || 0
|-
| Setup crit start || i_A[3]
|-
| Status || complete, no violations
|-
| Class of the most critical hold timing path || input port to output port
|-
| Crit path to || o_R[2]
|-
| Number of antenna violations at the first check in global routing || 2
|-
| Cell Rows || 142
|-
| Wire length of the first global-routing pass || 260000 um
|-
| CP arrival || 23.23 ns
|-
| Maxcap violations || 0
|-
| Number of remaining DRC errors || 0
|-
| Startpoint class of the critical path || input port
|-
| X dimension of the die || 390 um
|-
| Detail Route Antenna Nets || 0
|-
| Final number of max-transition violations || 0
|-
| Gates resized, CTS repair || 0
|-
| Fraction of final layout cells sized beyond drive strength 1 || 0.0243
|-
| Synth warnings || 1
|-
| Core footprint || 150000 sq um
|-
| Most frequent standard cell in the layout excluding fill and tap cells || sky130_fd_sc_hd__inv_1
|-
| Unique masters post-synth || 81
|-
| OpenROAD warning count || 131
|-
| Detailed-placement wirelength estimate || 150000 um
|-
| Commonest cells after routing, fill and taps aside || 2136 x sky130_fd_sc_hd__inv_1, 1440 x sky130_fd_sc_hd__fa_1, 1154 x sky130_fd_sc_hd__ha_1, 192 x sky130_fd_sc_hd__a21oi_1, 169 x sky130_fd_sc_hd__xnor2_1
|-
| Number of standard cells after synthesis || 6127
|-
| Die Ht || 390 um
|}
## routing by layer
metal | vias up | GRT usage | part of all wire
met2 | 1087 | 0.401 | 0.50
li1 | 18952 | - | -
met3 | 121 | 0.0776 | 0.082
met5 | - | 0 | 0.00014
met4 | 4 | 0.0607 | 0.034
met1 | 20154 | 0.329 | 0.38
## through the flow
stage	instance area, sq um	hold slack (ns)	utilization	std cells	worst slack, ns
after global placement	64800	22.03	0.433	8350	18.33
after global routing	64800	22.04	0.433	8350	17.41
after detailed placement	64800	22.03	0.433	8350	18.28
after CTS	64800	22.03	0.433	8350	18.23
after floorplan	60400	20.70	-	6127	21.42
final	64800	22.02	0.433	8350	18.13
## cell type report
type | instances | area (sq um)
Tap cell | 2016 | 2520
Fill cell | 14393 | 85000
Timing Repair Buffer | 223 | 1960
Multi-Input combinational cell | 3973 | 52300
Inverter | 2138 | 8030
## how the worst min path moves through the flow
stage	from	endpoint	slack, ns	depth (start not counted)
global route	i_rst	o_B[3]	22.04	4
finish	i_rst	o_B[1]	22.02	4
CTS	i_rst	o_B[1]	22.03	4
## cell families (layout without fill, tap and decap cells)
logic type	count (synthesis)	count (layout)	synth area share
adder cells (fa/ha/maj)	2594	2594	0.717
buffers and inverters	2154	2361	0.134
AND-OR/OR-AND	673	673	0.0744
AND/OR/NAND/NOR	448	448	0.0371
XOR/XNOR	249	249	0.0364
multiplexers	9	9	0.00149
## cell usage after synthesis, types with 25 or more instances
library cell / count / area (sq um)
sky130_fd_sc_hd__inv_1: 2136 / 8020
sky130_fd_sc_hd__fa_1: 1440 / 28800
sky130_fd_sc_hd__ha_1: 1154 / 14400
sky130_fd_sc_hd__a21oi_1: 192 / 961
sky130_fd_sc_hd__xnor2_1: 169 / 1480
sky130_fd_sc_hd__a21o_1: 142 / 1070
sky130_fd_sc_hd__nand2_1: 105 / 394
sky130_fd_sc_hd__o21ai_0: 102 / 510
sky130_fd_sc_hd__nor2_1: 100 / 375
sky130_fd_sc_hd__xor2_1: 79 / 692
sky130_fd_sc_hd__nand3_1: 40 / 200
sky130_fd_sc_hd__nor3_1: 35 / 175
sky130_fd_sc_hd__nand2b_1: 33 / 206
sky130_fd_sc_hd__nand4_1: 29 / 181
sky130_fd_sc_hd__o21bai_1: 29 / 218
sky130_fd_sc_hd__and3_1: 28 / 175
sky130_fd_sc_hd__o21a_1: 27 / 203
sky130_fd_sc_hd__a31oi_1: 25 / 156
## critical path: cells and delay by family
family | cells | cell delay, ns
adder cells (fa/ha/maj) | 13 | 5.77
AND-OR/OR-AND | 11 | 2.84
buffers and inverters | 9 | 1.83
AND/OR/NAND/NOR | 7 | 1.57
XOR/XNOR | 2 | 0.86
