## flow/run.sh

```bash
#!/bin/bash
# OpenROAD 26Q1-2900-gdf79404cd8, Yosys 0.63+post, stock flow scripts
make -C /OpenROAD-flow-scripts/flow DESIGN_CONFIG=/design/flow/config.mk WORK_HOME=/design/flow/orfs finish
```

## flow/config.mk

```make
export PLATFORM = sky130hd
export DESIGN_NAME = SQRT
export DESIGN_NICKNAME = SQRT
export VERILOG_FILES = /design/flow/design.v
export SDC_FILE = /design/flow/constraint.sdc
export NUM_CORES = 4
export LEC_CHECK = 1
export CORE_UTILIZATION = 50
```

## flow/constraint.sdc

```tcl
current_design SQRT

set clk_period 61.2
set clk_io_pct 0.2

create_clock -name clk0 -period $clk_period [get_ports {CLK}]

set non_clock_inputs [all_inputs -no_clocks]
set_input_delay [expr $clk_period * $clk_io_pct] -clock clk0 $non_clock_inputs
set_output_delay [expr $clk_period * $clk_io_pct] -clock clk0 [all_outputs]
```

## flow/design.v

```verilog
module SQRT(
	CLK, RST,
	DATA_IN,
	DATA_OUT
);
input			CLK, RST;
input [15:0]	DATA_IN;
output [15:0]	DATA_OUT;
wire			SEL_REG_0;
wire [1:0]		SEL_REG_1;
wire [1:0]		SEL_REG_2;
wire [1:0]		SEL_REG_3;
wire [1:0]		SEL_ADD_0;
wire [1:0]		SEL_ADD_1;
wire			CTRL;
DATAPATH DATAPATH(
	CLK, RST,
	DATA_IN,
	SEL_REG_0,
	SEL_REG_1,
	SEL_REG_2,
	SEL_REG_3,
	SEL_ADD_0,
	SEL_ADD_1,
	CTRL,
	DATA_OUT
);
CONTROLLER CONTROLLER(
	CLK, RST,
	CTRL,
	SEL_REG_0,
	SEL_REG_1,
	SEL_REG_2,
	SEL_REG_3,
	SEL_ADD_0,
	SEL_ADD_1
);
endmodule
module DATAPATH(
	CLK, RST,  
	DATA_IN,   
	IN_SEL_REG_0,   
	IN_SEL_REG_1,   
	IN_SEL_REG_2,   
	IN_SEL_REG_3,   
	IN_SEL_ADD_0,  
	IN_SEL_ADD_1,  
	CTRL,  
	DATA_OUT   
);
input			CLK, RST;
input [15:0]	DATA_IN;
input			IN_SEL_REG_0;
input [1:0]		IN_SEL_REG_1;
input [1:0]		IN_SEL_REG_2;
input [1:0]		IN_SEL_REG_3;
input [1:0]		IN_SEL_ADD_0;
input [1:0]		IN_SEL_ADD_1;
output			CTRL;
output [15:0]	DATA_OUT;
reg [15:0]		REG_0, REG_1, REG_2, REG_3;
wire [15:0]		DATA_IN_MUL_0, DATA_IN_MUL_1, DATA_OUT_MUL;
wire [15:0]		DATA_IN_DIV_0, DATA_IN_DIV_1, DATA_OUT_DIV;
wire [15:0]		DATA_IN_ADD_0, DATA_IN_ADD_1, DATA_OUT_ADD;
wire [15:0]		DATA_IN_CMP_0, DATA_IN_CMP_1;
wire [15:0]		DATA_IN_SHIFT, DATA_OUT_SHIFT;
always @(posedge CLK or posedge RST)
begin
	if(RST) begin
		REG_0 <= 16'd0;
		REG_1 <= 16'd0;
		REG_2 <= 16'd0;
		REG_3 <= 16'd0;
	end else begin
		REG_0 <= MUX_2_TO_1(DATA_IN, REG_0, IN_SEL_REG_0);
		REG_1 <= MUX_4_TO_1(REG_1, DATA_OUT_ADD, DATA_OUT_DIV, DATA_OUT_SHIFT, IN_SEL_REG_1);
		REG_2 <= MUX_3_TO_1(REG_1, DATA_OUT_MUL, DATA_OUT_ADD, IN_SEL_REG_2);
		REG_3 <= MUX_3_TO_1(16'b0000000000000000, REG_3, DATA_OUT_ADD, IN_SEL_REG_3);
	end
end
assign DATA_IN_MUL_0 = 16'b0000000011100011;  
assign DATA_IN_MUL_1 = REG_0;
assign DATA_IN_DIV_0 = REG_0;
assign DATA_IN_DIV_1 = REG_1;
assign DATA_IN_ADD_0 = MUX_3_TO_1(16'b0000000000111000, 16'b0000000100000000, REG_2, IN_SEL_ADD_0);  
assign DATA_IN_ADD_1 = MUX_3_TO_1(REG_1, REG_2, REG_3, IN_SEL_ADD_1);
assign DATA_IN_CMP_0 = REG_3;
assign DATA_IN_CMP_1 = 16'b0000010100000000;  
assign DATA_IN_SHIFT = REG_2;
function [15:0] MUX_2_TO_1;
input [15:0]    IN_0;
input [15:0]    IN_1;
input           IN_SEL;
reg [15:0]      ANSWER;
begin
	if(IN_SEL==0)
		ANSWER = IN_0;
	else if(IN_SEL==1)
		ANSWER = IN_1;
	else
		ANSWER = 16'bxxxxxxxxxxxxxxxx;
	MUX_2_TO_1 = ANSWER;
end
endfunction
function [15:0] MUX_3_TO_1;
input [15:0]    IN_0;
input [15:0]    IN_1;
input [15:0]    IN_2;
input [1:0]     IN_SEL;
reg [15:0]      ANSWER;
begin
	if(IN_SEL==0)
		ANSWER = IN_0;
	else if(IN_SEL==1)
		ANSWER = IN_1;
	else if(IN_SEL==2)
		ANSWER = IN_2;
	else
		ANSWER = 16'bxxxxxxxxxxxxxxxx;
	MUX_3_TO_1 = ANSWER;
end
endfunction
function [15:0] MUX_4_TO_1;
input [15:0]    IN_0;
input [15:0]    IN_1;
input [15:0]    IN_2;
input [15:0]    IN_3;
input [1:0]     IN_SEL;
reg [15:0]      ANSWER;
begin
	if(IN_SEL==0)
		ANSWER = IN_0;
	else if(IN_SEL==1)
		ANSWER = IN_1;
	else if(IN_SEL==2)
		ANSWER = IN_2;
	else if(IN_SEL==3)
		ANSWER = IN_3;
	else
		ANSWER = 16'bxxxxxxxxxxxxxxxx;
	MUX_4_TO_1 = ANSWER;
end
endfunction
ADDER ADDER(DATA_IN_ADD_0, DATA_IN_ADD_1, DATA_OUT_ADD);
MULTIPLIER MULTIPLIER(DATA_IN_MUL_0, DATA_IN_MUL_1, DATA_OUT_MUL);
DIVIDER DIVIDER(DATA_IN_DIV_0, DATA_IN_DIV_1, DATA_OUT_DIV);
COMPARATOR COMPARATOR(DATA_IN_CMP_0, DATA_IN_CMP_1, CTRL);
SHIFTER SHIFTER(DATA_IN_SHIFT, DATA_OUT_SHIFT);
assign DATA_OUT = REG_1;
endmodule
module ADDER(A, B, Y);
	input [15:0] A;
	input [15:0] B;
	output [15:0] Y;
	assign Y = A + B;
endmodule
module MULTIPLIER(A, B, Y);
	input [15:0] A;
	input [15:0] B;
	output [15:0] Y;
	assign Y = {4'b0000, A[15:4]} * {4'b0000, B[15:4]};
endmodule
module DIVIDER(A, B, Y);
	input [15:0] A;
	input [15:0] B;
	wire [23:0] T1, T2;
	output [15:0] Y;
	assign Y = A / {8'b00000000, B[15:8]};
endmodule
module COMPARATOR(A, B, Y);
	input [15:0] A;
	input [15:0] B;
	output Y;
	assign Y = A < B;
endmodule
module SHIFTER(A, Y);
	input [15:0] A;
	output [15:0] Y;
	assign Y = {1'b0, A[15:1]};
endmodule
module CONTROLLER(
	CLK, RST,
	CTRL,
	OUT_SEL_REG_0,
	OUT_SEL_REG_1,
	OUT_SEL_REG_2,
	OUT_SEL_REG_3,
	OUT_SEL_ADD_0,
	OUT_SEL_ADD_1
);
input			CLK, RST;
input			CTRL;
output			OUT_SEL_REG_0;
output [1:0]	OUT_SEL_REG_1;
output [1:0]	OUT_SEL_REG_2;
output [1:0]	OUT_SEL_REG_3;
output [1:0]	OUT_SEL_ADD_0;
output [1:0]	OUT_SEL_ADD_1;
reg		S0, S1, S2, S3, S4, S5, S6;
always @( posedge CLK or posedge RST ) begin
	if( RST )
		{S0, S1, S2, S3, S4, S5, S6} <= 7'b1000000;
	else begin
		if(S0) begin
			S0 <= 1'b0; S1 <= 1'b1;
		end else if(S1) begin
			S1 <= 1'b0; S2 <= 1'b1;
		end else if(S2) begin
			S2 <= 1'b0; S3 <= 1'b1;
		end else if(S3) begin
			S3 <= 1'b0; S4 <= 1'b1;
		end else if(S4) begin
			S4 <= 1'b0; S5 <= 1'b1;
		end else if(S5) begin
			S5 <= 1'b0;
			if(CTRL)
				S3 <= 1'b1;
			else
				S6 <= 1'b1;
		end else if(S6)
			S6 <= 1'b1;
		else begin
			{S0, S1, S2, S3, S4, S5, S6} <= 7'b1000000;
		end
	end
end
assign OUT_SEL_REG_0 = GET_SEL_REG_0(S0, S1, S2, S3, S4, S5, S6);
assign OUT_SEL_REG_1 = GET_SEL_REG_1(S0, S1, S2, S3, S4, S5, S6);
assign OUT_SEL_REG_2 = GET_SEL_REG_2(S0, S1, S2, S3, S4, S5, S6);
assign OUT_SEL_REG_3 = GET_SEL_REG_3(S0, S1, S2, S3, S4, S5, S6);
assign OUT_SEL_ADD_0 = GET_SEL_ADD_0(S0, S1, S2, S3, S4, S5, S6);
assign OUT_SEL_ADD_1 = GET_SEL_ADD_1(S0, S1, S2, S3, S4, S5, S6);
function GET_SEL_REG_0;
	input	S0, S1, S2, S3, S4, S5, S6;
	reg		ANSWER;
	begin
		if(S0)
			ANSWER = 1'b0;
		else if(S1)
			ANSWER = 1'b1;
		else if(S2)
			ANSWER = 1'b1;
		else if(S3)
			ANSWER = 1'b1;
		else if(S4)
			ANSWER = 1'b1;
		else if(S5)
			ANSWER = 1'b1;
		else if(S6)
			ANSWER = 1'bx;
		else
			ANSWER = 1'bx;
		GET_SEL_REG_0 = ANSWER;
	end
endfunction
function [1:0] GET_SEL_REG_1;
	input		S0, S1, S2, S3, S4, S5, S6;
	reg [1:0]	ANSWER;
	begin
		if(S0)
			ANSWER = 2'bxx;
		else if(S1)
			ANSWER = 2'bxx;
		else if(S2)
			ANSWER = 2'b01;
		else if(S3)
			ANSWER = 2'b10;
		else if(S4)
			ANSWER = 2'bxx;
		else if(S5)
			ANSWER = 2'b11;
		else if(S6)
			ANSWER = 2'b00;
		else
			ANSWER = 2'bxx;
		GET_SEL_REG_1 = ANSWER;
	end
endfunction
function [1:0] GET_SEL_REG_2;
	input		S0, S1, S2, S3, S4, S5, S6;
	reg [1:0]	ANSWER;
	begin
		if(S0)
			ANSWER = 2'bxx;
		else if(S1)
			ANSWER = 2'b01;
		else if(S2)
			ANSWER = 2'bxx;
		else if(S3)
			ANSWER = 2'b00;
		else if(S4)
			ANSWER = 2'b10;
		else if(S5)
			ANSWER = 2'bxx;
		else if(S6)
			ANSWER = 2'bxx;
		else
			ANSWER = 2'bxx;
		GET_SEL_REG_2 = ANSWER;
	end
endfunction
function [1:0] GET_SEL_REG_3;
	input		S0, S1, S2, S3, S4, S5, S6;
	reg [1:0]	ANSWER;
	begin
		if(S0)
			ANSWER = 2'bxx;
		else if(S1)
			ANSWER = 2'bxx;
		else if(S2)
			ANSWER = 2'b00;
		else if(S3)
			ANSWER = 2'b10;
		else if(S4)
			ANSWER = 2'b01;
		else if(S5)
			ANSWER = 2'b01;
		else if(S6)
			ANSWER = 2'bxx;
		else
			ANSWER = 2'bxx;
		GET_SEL_REG_3 = ANSWER;
	end
endfunction
function [1:0] GET_SEL_ADD_0;
	input		S0, S1, S2, S3, S4, S5, S6;
	reg [1:0]	ANSWER;
	begin
		if(S0)
			ANSWER = 2'bxx;
		else if(S1)
			ANSWER = 2'bxx;
		else if(S2)
			ANSWER = 2'b00;
		else if(S3)
			ANSWER = 2'b01;
		else if(S4)
			ANSWER = 2'b10;
		else if(S5)
			ANSWER = 2'bxx;
		else if(S6)
			ANSWER = 2'bxx;
		else
			ANSWER = 2'bxx;
		GET_SEL_ADD_0 = ANSWER;
	end
endfunction
function [1:0] GET_SEL_ADD_1;
	input		S0, S1, S2, S3, S4, S5, S6;
	reg [1:0]	ANSWER;
	begin
		if(S0)
			ANSWER = 2'bxx;
		else if(S1)
			ANSWER = 2'bxx;
		else if(S2)
			ANSWER = 2'b01;
		else if(S3)
			ANSWER = 2'b10;
		else if(S4)
			ANSWER = 2'b00;
		else if(S5)
			ANSWER = 2'bxx;
		else if(S6)
			ANSWER = 2'bxx;
		else
			ANSWER = 2'bxx;
		GET_SEL_ADD_1 = ANSWER;
	end
endfunction
endmodule
```

==> reports/qor.txt <==
port buffer count -> 33
Total GRT Usage -> 28.1%
DRC Markers -> 0
Placer Congestion -> 0.997
clock slew at reported path FFs -> 0.06 ns
FFs w/ async S/R, synth -> 100%
Synth area leader -> ha_1
Late-Pin Clk Latency -> 0.33 ns
setup TNS -> 0 ns
fin area -> 11,600 um^2
worst-path maximum fanout -> 15
CTS tree -> done
Routed WL -> 29,300 um
cts bufs inserted -> 9
Syn Std Cell Area -> 10,700 um^2
arrival time worst endpoint -> 35.93 ns
CP max stage delay -> 0.85 ns
final tally of setup violations -> 0
unrepaired setup endpoints after global routing -> false
ys cells -> 1,348
num rows -> 53
count leader, synth -> ha_1
drt first pass iters -> 5
WS Path Type -> reg -> reg
Hold WC Path Type -> reg -> reg
Diodes inserted -> 0
Slew headroom -> 33.9%
Commonest flop -> dfrtp_1
area delta synth->final -> 8.10%
status -> complete, no violations
postcts setup bufs -> 0
CTS H-tree lvls -> 3
Core Region -> 21,000 um^2
Tool Warnings -> 46
Root Driver -> clkbuf_16
Final Skew -> 0.00746 ns
Post-synth top cells -> ha_1 (147), nor2_1 (123), nand2_1 (120)
share of the synthesized area in the top cell type -> 17.2%
DP Area -> 11,300 um^2
Detailed Route Iter0 Violations -> 585
top cells by area, synth -> ha_1 (17%), dfrtp_1 (16%), mux2i_1 (5.1%), a21oi_1 (4.6%), o21ai_0 (4.4%)
Synth cell types -> 84
CP dominant cell by count -> o21a_1
Worst Tran Pin Value -> 0.966 ns
die height -> 148 um
Synth Instances -> 1,348
Clock Path Buffers -> 2
final hold violation count -> 0
IO Pins -> 34
Clock Sinks -> 71
Worst Slack Setup Final -> 25.48 ns
initial antenna violation count -> 0
register share after synthesis -> 16.6%
Yosys chip area -> 10,700 um^2
Critical Path End Type -> flop
final cell count without fillers -> 1,638
HPWL after DPL -> 22,900 um
Achievable Freq -> 0.0280 GHz
GR Overflow Total -> 0
Post-CTS Hold Fix Bufs -> 0
Die ar. -> 22,000 um^2
largest net degree at the start of global routing -> 67
pre-CTS setup slack -> 25.83 ns
Resize count post-CTS -> 0
total of max-cap violations -> 0
vias in the first global route -> 9,060
Data required, critical path -> 61.41 ns
Die X -> 148 um
first-pass GRT wire length -> 47,500 um
WL/cell -> 17.9 um
layout cells sized above 1 -> 6.90%
Post-synth EDFFs -> 0
Synth Warn # -> 2
fp util -> 50.9%
#FFs+latches synth -> 71
DP Cell Count -> 1,622
nature of the critical path startpoint -> flop
Vias -> 9,673
post-route ant nets -> 0
critical path's slowest cell -> a2111oi_0
crit share post-route -> 58.4%
fin crit period -> 35.72 ns
mean area per synthesized cell -> 7.94 um^2
Pins Over Slew Limit -> 0
Vias per Instance -> 5.91
[worst paths after layout]
path | startpoint | endpoint | slack [ns] | cells past startpoint
setup / recovery | DATAPATH.REG_1[8] | DATAPATH.REG_1[0] | 25.48 | 143
hold / removal | CONTROLLER.S6 | CONTROLLER.S0 | 0.42 | 1
setup reg to reg | DATAPATH.REG_1[8] | DATAPATH.REG_1[0] | 25.48 | 143
hold reg to reg | CONTROLLER.S6 | CONTROLLER.S0 | 0.42 | 1
max in group asynchronous | RST | CONTROLLER.S3 | 47.85 | 3
min in group asynchronous | RST | DATAPATH.REG_3[2] | 12.27 | 2
[kinds of logic (layout without fill, tap and decap cells)]
| logic type | after synthesis | count (layout) | share of synthesized area [%] |
|---|---|---|---|
| AOI/OAI and AO/OA | 415 | 415 | 26.2 |
| xor gates and xnor gates | 64 | 64 | 5.24 |
| adders and majority gates | 160 | 160 | 19.6 |
| buffers and inverters | 116 | 131 | 4.18 |
| DFF | 71 | 71 | 16.6 |
| muxes | 88 | 88 | 8.74 |
| and+or+nand+nor | 434 | 434 | 19.5 |
[stage by stage]
stage	utilization [%]	hold WS (ns)
after floorplan	-	0.377
after global placement	53.8	0.411
after detailed placement	53.8	0.406
after CTS	55.1	0.416
after global routing	55.1	0.451
final	55.1	0.416
[sequential cells by signal (all words and copies together), names as in the netlist]
name and flops:
DATAPATH.REG_0 16, DATAPATH.REG_1 16, DATAPATH.REG_2 16, DATAPATH.REG_3 16, CONTROLLER.S0 1, CONTROLLER.S1 1
CONTROLLER.S2 1, CONTROLLER.S3 1, CONTROLLER.S4 1, CONTROLLER.S5 1, CONTROLLER.S6 1
[placed cells by master, fill, tap and decap left out, types with 28 or more instances in the layout]
master / netlist / layout
xnor2_1: 46 / 46
mux2i_1: 55 / 55
nand2_1: 120 / 120
dfrtp_1: 70 / 68
a21oi_1: 99 / 99
o21ai_0: 94 / 94
mux2_2: 28 / 28
ha_1: 147 / 147
nor2_1: 123 / 123
inv_1: 66 / 65
o21a_1: 47 / 47
clkdlybuf4s50_1: 0 / 33
nor3_1: 59 / 59
[routing by layer]
metal  vias up  share of wire (%)  wire length, um  GRT usage (%)
li1       4970                  -                -              -
met1      4446                 48            14200           41.1
met2       219                 45            13200           44.9
met3        38                4.4             1290           4.07
met4         0                2.2              652           5.82
met5         -                  0                0              0
[critical path: cells and delay by family (launching register included)]
kind	cells	cell delay, ns
AOI/OAI and AO/OA	82	19.88
and+or+nand+nor	31	7.40
adders and majority gates	16	4.86
muxes	6	1.82
buffers and inverters	7	0.94
DFF	1	0.47
xor gates and xnor gates	1	0.21
[area by class of cell]
type                    count  area, um^2
flip-flops and latches     71        1780
multi-input cells        1161        8490
clock buffers              10         229
inverters                  67         251
repair buffers             48         443
clock inverters             6        37.5
fillers                  1981        9450
well taps                 275         344
